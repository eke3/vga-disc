==> flow/design.v <==
`timescale 1ns / 1ps
module button_debouncer #(
    parameter MINWIDTH = 5000000,  
    parameter COUNTERWIDTH = 32
) (
    output logic btnout,
    input logic btn,
    input logic sys_clk,
    input logic rst
);
logic [COUNTERWIDTH-1:0] counter = 0;
logic shot = 0;
logic btnout_ = 0;
always_ff @(posedge sys_clk, posedge rst) begin
  if (rst) begin
    counter <= 0;
    btnout_ <= 1'b0;  
    shot <= 1'b0;  
  end else begin
	   if (~btn) begin
		    counter <= 0;
		    btnout_  <= 1'b0;
          shot <= 1'b0;  
      end else if (counter!=MINWIDTH) begin
		    counter<=counter+1;
		    btnout_  <= 1'b0;
          shot <= 1'b0;  
      end else begin  
			 counter<=counter;
		    if (shot == 0) begin
			   shot <= 1'b1;
      		 btnout_ <=1'b1;
			 end else begin 
			 	shot <= shot;
      		 btnout_ <=1'b0;
			 end
		end
	end
end  
assign btnout = btnout_;
endmodule
==> flow/run.sh <==
#!/bin/bash
# OpenROAD 26Q1-2900-gdf79404cd8, Yosys 0.63+post, stock flow scripts
make -C /OpenROAD-flow-scripts/flow DESIGN_CONFIG=/design/flow/config.mk WORK_HOME=/design/flow/orfs finish
==> flow/config.mk <==
export PLATFORM = sky130hd
export DESIGN_NAME = button_debouncer
export DESIGN_NICKNAME = button_debouncer
export VERILOG_FILES = /design/flow/design.v
export SDC_FILE = /design/flow/constraint.sdc
export NUM_CORES = 4
export LEC_CHECK = 1
export CORE_AREA = 10 10 107 107
export DIE_AREA = 0 0 117 117
export SYNTH_HDL_FRONTEND = slang
==> flow/constraint.sdc <==
current_design button_debouncer

set clk_period 4.0
set clk_io_pct 0.2

create_clock -name clk0 -period $clk_period [get_ports {sys_clk}]

set non_clock_inputs [all_inputs -no_clocks]
set_input_delay [expr $clk_period * $clk_io_pct] -clock clk0 $non_clock_inputs
set_output_delay [expr $clk_period * $clk_io_pct] -clock clk0 [all_outputs]
==> metrics.cfg <==
[outcome]
status=finished, final reports clean

[detailed_routing]
wl_per_cell_um=12.7
drc=0
num_antenna_cells=0
drtAntennaViolNets=0
num_vias=1540
via_per_inst=4.92
drt-pass1-iter-count=4
first_iter_violations=102
finalWirelength_um=3990

[timing]
tightest_slew_ns=0.518
hold_viol_final=0
rsz0062_at_grt=false
finClkSkew_ns=0.00949
slew_headroom_pct=65.2
period_minus_slack_ns=2.01
finalSetupViolCount=0
max_freq_mhz=497
finalCritPeriodShare_pct=50.3
setup_tns_ns=0
finalMaxSlewViolations=0

[yosys]
ys_chip_area_um2=1950
yosysUniqueCellTypes=41
mappedNetlistArea_um2=1950
synth.yosys.seq_area_share_pct=43.6
synth_area_per_cell_um2=9.80
syn_inst=199
synth_stat.cells=199
synth_flops=34
yosysWarnings=0

[clock_tree]
cts_inserted_buffers=5
cts_tree=done
clkSinkCount=34
cts_root_buf=clkbuf_8
ctsLongestPathBuffers=2
clock_latency_ns=0.29
hold_buffers=0
post-cts-setup-buffers=0
clk_pin_slew_ns=0.07
cts_max_level=2
cts_resized=0

[worst_hold_path]
min_path_type=reg2reg

[floorplan]
fp-utilization_pct=21.2
pin_count=4
coreArea_um2=9200
rows=35
die_area_um2=13700
die_width_um=117
die-height_um=117

[global_route]
grt_usage_pct=6.00
grt_pass1_wl_um=6880
grt-ovfl-total=0
grt_max_degree=35
grt_pass1_vias=1401
antenna_found_initial=0

[placed_design]
gp_congestion=0.844
dp_cells=305
dp_hpwl_um=2710
port-buffer-count=3

[final_layout]
fin_util_pct=23.5
register_area_um2=851
syn_to_final_growth_pct=10.7
logic_area_um2=1010
layout.cells.most_common=dfrtp_1
drive_above_1_share_pct=8.91
layout_top_cells=dfrtp_1, a21oi_1, or4_1
stdcell_count=313
fillers=987

[job]
drv_cap=0
stage_log_warnings=26

[critical_path]
cp-start-kind=primary input
crit_required_ns=4.23
crit_arrival_ns=2.24
cp_max_fo=15
endpoint_kind=flip-flop
critPathKind=in2reg

[power_and_ir_drop]
cellPowerDensity_nw_per_um2=296
p_leak_nw=0.797
max-vdd-ir-drop_mv=0.149

## metal layers
layer  track usage [%]  routed length (um)  up-vias
li1                  -                   -      770
met1              8.66                2040      755
met2              9.52                1820       12
met3              1.08                 104        3
met4             0.659                  21        0
met5                 0                   0        -
## logic make-up after synthesis
group / Yosys count / synth area share, %
buf+inv: 15 / 4.43
flops: 34 / 43.6
xor+xnor: 9 / 4.04
mux: 2 / 1.03
fa+ha+maj: 2 / 1.28
compound gates: 40 / 12.2
simple gates: 97 / 33.4
## synth_stat cells (all sizes together)
cell	number	area [um2]
clkbuf	3	11.3
nand4	11	90.1
and4bb	1	12.5
ha	2	25.0
nor2b	1	6.26
buf	6	47.5
nand2b	3	18.8
o31ai	14	105
and3	3	18.8
a21oi	20	100
nand3	14	87.6
inv	5	18.8
mux2i	2	20.0
nor3	3	15.0
nor4	6	43.8
or3	3	18.8
and4b	1	10.0
and4	7	65.1
dfrtp	34	851
nor3b	1	7.51
xor2	8	70.1
nor4b	3	26.3
nand2	12	45.0
o211ai	1	7.51
or4b	1	10.0
and2	1	6.26
nor2	9	33.8
or4bb	1	15.0
dlygate4sd1	1	8.76
xnor2	1	8.76
or4	16	120
o21ai	5	25.0
## flip-flops by register name, summed over array words and instances, names as in the netlist
signal	cells
shot	1
btnout	1
counter	32
## worst max-delay path: stages
cell and delay [ns]:
clkdlybuf4s50_1 0.57, inv_1 0.25, or4_1 0.55, nand2_1 0.07
## power breakdown
| part | switching [mW] | internal, mW | total (mW) |
|---|---|---|---|
| clock | 0.125 | 0.139 | 0.264 |
| combinational | 0.0171 | 0.00793 | 0.0251 |
| sequential | 0.00322 | 0.346 | 0.349 |
## worst paths after layout
| path | slack, ns | depth (start not counted) | end | startpoint |
|---|---|---|---|---|
| worst max-delay path | 1.99 | 4 | counter[12]$_DFFE_PP0P_ | btn |
| worst min register to register | 0.41 | 1 | btnout$_DFF_PP0_ | shot$_DFF_PP0_ |
| max in group asynchronous | 2.78 | 3 | counter[21]$_DFFE_PP0P_ | rst |
| min in group asynchronous | 0.90 | 3 | counter[18]$_DFFE_PP0P_ | rst |
| worst min-delay path | 0.41 | 1 | btnout$_DFF_PP0_ | shot$_DFF_PP0_ |
| worst max register to register | 2.08 | 4 | counter[18]$_DFFE_PP0P_ | counter[4]$_DFFE_PP0P_ |
## final cells by class
type | count | share of cell area (%)
flip-flops and latches | 34 | 39.4
repair buffers | 5 | 2.09
clock inverters | 1 | 0.232
multi-input cells | 150 | 46.9
well taps | 111 | 6.44
inverters | 5 | 0.870
clock buffers | 7 | 4.00
## stage by stage
| step | total power, mW | setup WS (ns) | hold slack (ns) | cell area, um2 |
|---|---|---|---|---|
| after global routing | 0.664 | 1.87 | 0.407 | 2160 |
| after global placement | 0.381 | 1.71 | 0.398 | 2070 |
| after floorplan | 0.372 | 2.32 | 0.386 | 1950 |
| after CTS | 0.648 | 2.01 | 0.406 | 2160 |
| final | 0.638 | 1.99 | 0.405 | 2160 |
| after detailed placement | 0.382 | 1.70 | 0.396 | 2070 |
Power is estimated from default activity; no workload was simulated.
