File: flow/run.sh
#!/bin/bash
# OpenROAD 26Q1-2900-gdf79404cd8, Yosys 0.63+post, stock flow scripts
make -C /OpenROAD-flow-scripts/flow DESIGN_CONFIG=/design/flow/config.mk WORK_HOME=/design/flow/orfs finish
File: flow/config.mk
export PLATFORM = sky130hd
export DESIGN_NAME = vga_discs_controller
export DESIGN_NICKNAME = vga_discs_controller
export VERILOG_FILES = /design/flow/design.v
export SDC_FILE = /design/flow/constraint.sdc
export NUM_CORES = 4
export LEC_CHECK = 1
export CORE_UTILIZATION = 40
export SYNTH_HDL_FRONTEND = slang
File: flow/constraint.sdc
current_design vga_discs_controller

set clk_period 8.2
set clk_io_pct 0.2

create_clock -name clk0 -period $clk_period [get_ports {clk}]
create_clock -name clk1 -period $clk_period [get_ports {pix_clk}]

set non_clock_inputs [all_inputs -no_clocks]
set_input_delay [expr $clk_period * $clk_io_pct] -clock clk0 $non_clock_inputs
set_output_delay [expr $clk_period * $clk_io_pct] -clock clk0 [all_outputs]
File: flow/design.v
`timescale 1ns / 1ps
module color_selector (
    output logic red,
    output logic green,
    output logic blue,
    input logic [2:0] switch
);
    assign {red, green, blue} = switch;
endmodule
`timescale 1ns / 1ps
module vga_disc #(
    parameter X_CENTER = 320,
    parameter Y_CENTER = 290,
    parameter RADIUS   = 36
) (
    output logic flag_on_disc,
    output logic mul_done,
    input logic [9:0] pos_h,
    input logic [9:0] pos_v,
    input logic blank,
    input logic locked,
    input logic mul_enable,
    input logic pix_clk,
    input logic clk  
);
    typedef enum {
        S_SUBTRACTIONS,
        S_MUL_X,
        S_MUL_Y,
        S_MUL_R
    } state_t;
    logic capture_pos = 0;
    logic [9:0] h, v;
    logic signed [10:0] sub_x = 0, sub_y = 0;
    logic signed [20:0] mul_x = 0, mul_y = 0, rad_squared = 0;
    state_t CS = S_SUBTRACTIONS, NS;
    assign flag_on_disc = ((mul_x + mul_y) < rad_squared) && ~blank;
    always_ff @(posedge pix_clk) begin
        capture_pos <= 1'b0; h <= h; v <= v;
        if (locked) begin
            h <= pos_h;
            v <= pos_v;
            capture_pos <= 1'b1;
        end 
    end
    always_ff @(posedge clk) begin
        sub_x <= sub_x; sub_y <= sub_y; mul_x <= mul_x; mul_y <= mul_y; rad_squared <= rad_squared; CS <= CS; NS = CS;
        unique0 case (CS) inside
            S_SUBTRACTIONS: begin
                mul_done <= 1'b0;
                if (capture_pos) begin
                    sub_x <= h - X_CENTER;
                    sub_y <= v - Y_CENTER;
                    NS = S_MUL_X;
                end
            end
            S_MUL_X: begin
                if (mul_enable) begin
                    mul_x <= sub_x * sub_x;
                    NS = S_MUL_Y;
                end
            end
            S_MUL_Y: begin
                mul_y <= sub_y * sub_y;
                NS = S_MUL_R;
            end
            S_MUL_R: begin
                rad_squared <= RADIUS * RADIUS;
                mul_done <= 1'b1;
                NS = S_SUBTRACTIONS;
            end
        endcase
        CS <= NS;
    end
endmodule
`timescale 1ns / 1ps
module vga_discs_controller #(
    parameter X_CENTER_LEFT = 240,
    parameter X_CENTER_RIGHT = 400,
    parameter X_CENTER_MIDDLE = 320,
    parameter Y_CENTER_TOP = 160,
    parameter Y_CENTER_BOTTOM = 290,
    parameter RADIUS_TOP = 36,
    parameter RADIUS_BOTTOM = 142
) (
    output logic red,
    output logic green,
    output logic blue,
    input logic [2:0] switch,
    input logic [9:0] pos_h,
    input logic [9:0] pos_v,
    input logic blank,
    input logic locked,
    input logic pix_clk,
    input logic clk
);
    typedef enum {
        S_DISC_LEFT,
        S_DISC_MIDDLE,
        S_DISC_RIGHT
    } state_t;
    logic r, g, b;
    logic [2:0] flag_on_disc;
    logic [2:0] mul_done;
    logic [2:0] mul_enable = 3'b0;
    state_t CS = S_DISC_LEFT, NS;
    vga_disc #(
        .X_CENTER(X_CENTER_LEFT),
        .Y_CENTER(Y_CENTER_TOP),
        .RADIUS(RADIUS_TOP)
    ) vga_disc_left (
        .flag_on_disc(flag_on_disc[0]),
        .mul_done(mul_done[0]),
        .mul_enable(mul_enable[0]),
        .pos_h(pos_h),
        .pos_v(pos_v),
        .blank(blank),
        .locked(locked),
        .pix_clk(pix_clk),
        .clk(clk)
    );
    vga_disc #(
        .X_CENTER(X_CENTER_MIDDLE),
        .Y_CENTER(Y_CENTER_BOTTOM),
        .RADIUS(RADIUS_BOTTOM)
    ) vga_disc_middle (
        .flag_on_disc(flag_on_disc[1]),
        .mul_done(mul_done[1]),
        .mul_enable(mul_enable[1]),
        .pos_h(pos_h),
        .pos_v(pos_v),
        .blank(blank),
        .locked(locked),
        .pix_clk(pix_clk),
        .clk(clk)
    );
    vga_disc #(
        .X_CENTER(X_CENTER_RIGHT),
        .Y_CENTER(Y_CENTER_TOP),
        .RADIUS(RADIUS_TOP)
    ) vga_disc_right (
        .flag_on_disc(flag_on_disc[2]),
        .mul_done(mul_done[2]),
        .mul_enable(mul_enable[2]),
        .pos_h(pos_h),
        .pos_v(pos_v),
        .blank(blank),
        .locked(locked),
        .pix_clk(pix_clk),
        .clk(clk)
    );
    color_selector color_selector_inst (
        .red(r),
        .green(g),
        .blue(b),
        .switch(switch)
    );
    always_ff @(posedge clk) begin
        red <= red; green <= green; blue <= blue; mul_enable <= mul_enable; CS <= CS; NS = CS;
        unique0 case (CS) inside
            S_DISC_LEFT: begin
                mul_enable[0] <= 1'b1;
                if (mul_done[0]) begin
                    mul_enable[0] <= 1'b0;
                    NS = S_DISC_MIDDLE;
                end
            end
            S_DISC_MIDDLE: begin
                mul_enable[1] <= 1'b1;
                if (mul_done[1]) begin
                    mul_enable[1] <= 1'b0;
                    NS = S_DISC_RIGHT;
                end
            end
            S_DISC_RIGHT: begin
                mul_enable[2] <= 1'b1;
                if (mul_done[2]) begin
                    mul_enable[2] <= 1'b0;
                    NS = S_DISC_LEFT;
                end
            end
        endcase
        CS <= NS;
        red <= (|flag_on_disc) && r;
        green <= (|flag_on_disc) && g;
        blue <= (|flag_on_disc) && b;
    end
endmodule
==> impl_metrics.ini <==
; synthesis and place-and-route metrics
[status]
status = finished, final reports clean

[synthesis]
ys.flops = 225
syn-instance-count = 3258
synth.yosys.num_cells = 3258
ys_sh_aoi_pct = 6.18
summed_standard_cell_area_reported_by_yosys_sq_um = 33200
post_synth.cell_area_avg_sq_um = 10.2
top_logic_kind = adder cells
synth.area.top_cells = fa_1 36%, edfxtp_1 19%, ha_1 12%, inv_1 8.9%, xnor2_1 3.8%
synth_xor_xnor_area_share_pct = 4.67
yosysSeqAreaShare_pct = 19.8
enable_flop_cells = 206
ys_sh_simple_pct = 11.5
synth_adder_area_share_pct = 47.9
largest_area_cell = fa_1
top_cell_area_share_pct = 36.0
post_synth_instance_area_sq_um = 33200
most_used_dff_post_synth = edfxtp_1
synth_warnings = 0
synth.area.mux_share_pct = 0.282
asr_flop_ratio_synth_pct = 0
ys_types = 68

[clocking]
ctsHoldBuffers = 0
tritoncts = yes
cts_repair_resize_count = 0
post-cts-setup-buffers = 0
worst_setup_hold_path_clk_slew_ns = 0.08
numClockSinks = 225

[final_timing]
clock_skew_ns = 0.0211
hold_violations = 0
unrepaired_setup_endpoints_after_global_routing = no
worst_pin_slew_ns = 0.823
setup_tns_ns = 0
slew_viol_final = 0
timing.slew.headroom_pct = 44.7
timing.final.setup_violations = 0

[drt]
detail-route-antenna-nets = 0
routed-via-count = 20500
viasPerCell = 4.72
dr.first_iter.drc_count = 859
route.detailed.wl_per_inst_um = 14.1
detail_route.first_pass.iterations = 5
totalWireLength_um = 61400
diodes = 0
post-route-drc-count = 0

[floorplan]
die-width_um = 290
fp-utilization_pct = 40.5
core_sq_um = 82100
ioPinCount = 30
chipHeight_um = 290
rows = 105
chipArea_sq_um = 84200

[worst_setup_path]
timing.critical_path.to_type = flip-flop
cp_cell_sequence = and2_1 -> fa_1 -> ha_1 -> inv_1 -> fa_1 -> fa_1 -> inv_1 -> fa_1 -> ha_1 -> nor2b_1 -> o21ai_0 -> a21boi_0 -> o21ai_0 -> a211oi_1 -> nor3_1 -> nor3_1 -> or3_1 -> nand3_1
critical-path-top-cell-by-count = fa_1
cpMaxStageDelayCell = edfxtp_1
worst-endpoint-arrival_ns = 6.00
worstPathRequired_ns = 8.62
startpoint_type = flip-flop
critPathMaxStageDelay_ns = 0.60
path_max_fanout = 15
criticalPathCategory = flip-flop to flip-flop

[min_path]
worst_min_delay_path_category = flip-flop to flip-flop

[power]
p_per_area_nw_per_um2 = 72.8
cell_leakage_power_nw = 17.0
peakVddDrop_mv = 0.144

[cells_and_area]
finalNonFillerCells = 4345
layout.filler_cells = 7691
layout_top_cell_excl_fill_tap = inv_1
final_area_sq_um = 35600
layout-area-overhead-vs-synth_pct = 7.08
layout_top_cells = 789 x inv_1, 598 x fa_1, 314 x ha_1
post_route_cells_drive_above_1_share_pct = 2.63

[global_routing]
grt_pass1_wl_um = 108000
grt_pass1_vias = 22200
grt_antenna_before_repair = 0
overflow = 0
grt.total_usage_pct = 16.9
pin_count_of_the_biggest_net_entering_global_routing = 24

[run]
tool_warnings = 44
cap_violations = 0

[placement]
numPortBuffers = 28
place.detailed.hpwl_um = 51400
place_inst = 4292
placedInstanceArea_sq_um = 34600
gpl.final_weighted_congestion = 0.878
flip-flops by register name, indices dropped and copies added (netlist names), 11 cells and up:
name	cells
vga_disc_left.mul_x	19
vga_disc_left.mul_y	19
vga_disc_middle.mul_x	19
vga_disc_middle.mul_y	19
vga_disc_right.mul_x	19
vga_disc_right.mul_y	19
vga_disc_left.sub_x	11
vga_disc_left.sub_y	11
vga_disc_middle.sub_x	11
vga_disc_middle.sub_y	11
vga_disc_right.sub_x	11
vga_disc_right.sub_y	11
cell type report:
class,instances,area (sq um),share of cell area (%)
clock buffers,33,762,2.14
flip-flops and latches,225,6570,18.5
repair buffers,40,370,1.04
clock inverters,20,166,0.468
well taps,1070,1340,3.76
multi-input cells,2166,23400,65.8
inverters,791,2970,8.35
cell usage after synthesis (9+ instances only):
master	n
a21o_1	31
a211oi_1	27
inv_1	789
o31ai_1	15
nand3_1	48
a31oi_1	17
nor2_1	117
xnor2_1	145
xor2_1	32
nand2b_1	20
dfxtp_1	19
fa_1	598
a21boi_0	9
or2_2	14
a21oi_1	72
o21ai_0	50
and3_1	21
nor2b_1	46
ha_1	314
and2_1	153
or3_1	29
nand2_1	238
edfxtp_1	206
nor3_1	52
clkbuf_1	76
cells by family after synthesis:
| logic type | Yosys count |
|---|---|
| AND-OR/OR-AND | 304 |
| adder cells (fa/ha/maj) | 912 |
| AND/OR/NAND/NOR | 764 |
| flip-flops | 225 |
| multiplexers | 9 |
| XOR/XNOR | 177 |
| buffers and inverters | 867 |
worst max-delay path: cells and delay by family, from the launching register on:
kind                     cells  cell delay, ns
AND/OR/NAND/NOR              6            1.49
adder cells (fa/ha/maj)      6            2.33
AND-OR/OR-AND                4            0.90
flip-flops                   1            0.60
buffers and inverters        2            0.12
report_power, final:
part	internal, mW	switching [mW]	total [mW]
sequential	1.26	0.0191	1.28
combinational	0.0257	0.0317	0.0574
clock	0.732	0.525	1.26
per-layer routing:
| metal | global-route usage [%] | vias up | routed length, um |
|---|---|---|---|
| met2 | 25.3 | 366 | 27400 |
| li1 | - | 10200 | - |
| met4 | 1.52 | 0 | 661 |
| met3 | 5.95 | 40 | 4760 |
| met1 | 26.0 | 9949 | 28500 |
| met5 | 0 | - | 0 |
path summary, 6_finish.rpt:
check                                            start                                 end  slack [ns]  depth (start not counted)
min                vga_disc_middle.capture_pos$_DFF_P_       vga_disc_middle.CS[0]$_DFF_P_        0.30                          2
max reg2reg          vga_disc_right.sub_x[1]$_DFFE_PP_  vga_disc_right.mul_x[20]$_DFFE_PP_        2.62                         18
min reg2reg        vga_disc_middle.capture_pos$_DFF_P_       vga_disc_middle.CS[0]$_DFF_P_        0.30                          2
max in group clk1                               locked        vga_disc_left.v[7]$_DFFE_PP_        5.66                          2
max                  vga_disc_right.sub_x[1]$_DFFE_PP_  vga_disc_right.mul_x[20]$_DFFE_PP_        2.62                         18
min in group clk1                             pos_v[6]        vga_disc_left.v[6]$_DFFE_PP_        1.93                          1
stage by stage:
stage               power (mW)  hold WS [ns]  utilization (%)  setup WS [ns]
finish                    2.59         0.299             43.3           2.62
global route              2.68         0.294             43.3           2.16
CTS                       2.63         0.275             43.3           2.60
detailed placement        1.36         0.360             42.2           2.62
global placement          1.36         0.363             42.2           2.60
floorplan                 1.31         0.414                -           2.95
Power is estimated from default activity; no workload was simulated.
