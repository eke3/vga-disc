<file path="./run.sh">
#!/bin/bash
# OpenROAD 26Q1-2900-gdf79404cd8, Yosys 0.63+post, stock flow scripts
make -C /OpenROAD-flow-scripts/flow DESIGN_CONFIG=/design/flow/config.mk WORK_HOME=/design/flow/orfs finish
</file>
<file path="./config.mk">
export PLATFORM = sky130hd
export DESIGN_NAME = vga_sync_50MHz
export DESIGN_NICKNAME = vga_sync_50MHz
export VERILOG_FILES = /design/flow/design.v
export SDC_FILE = /design/flow/constraint.sdc
export NUM_CORES = 4
export LEC_CHECK = 1
export CORE_AREA = 10 10 96 96
export DIE_AREA = 0 0 106 106
export SYNTH_HDL_FRONTEND = slang
</file>
<file path="./constraint.sdc">
current_design vga_sync_50MHz

set clk_period 2.1
set clk_io_pct 0.2

create_clock -name clk0 -period $clk_period [get_ports {clk}]

set non_clock_inputs [all_inputs -no_clocks]
set_input_delay [expr $clk_period * $clk_io_pct] -clock clk0 $non_clock_inputs
set_output_delay [expr $clk_period * $clk_io_pct] -clock clk0 [all_outputs]
</file>
<file path="./design.v">
module vga_sync_50MHz(clk,hsync,vsync,hcount,vcount,pix_clk,blank);
   input clk;      
   output hsync;
   output vsync;
   output [9:0] hcount, vcount;
   output 	pix_clk;
   output 	blank;
   reg 		pcount;		  
   wire 	en = (pcount == 0);
   always @ (posedge clk) pcount <= ~pcount;
   assign 	pix_clk = en;
   reg 		hsync,vsync,hblank,vblank;
   reg [9:0] 	hcount;       
   reg [9:0] 	vcount;	  
   wire 	hsyncon,hsyncoff,hreset,hblankon;
   assign 	hblankon = en & (hcount == 639);    
   assign 	hsyncon = en & (hcount == 652-4);
   assign 	hsyncoff = en & (hcount == 746-4);
   assign 	hreset = en & (hcount == 793-4);
   wire 	blank =  (vblank | (hblank & ~hreset));     
   wire 	vsyncon,vsyncoff,vreset,vblankon;
   assign 	vblankon = hreset & (vcount == 479);    
   assign 	vsyncon = hreset & (vcount == 492-4);
   assign 	vsyncoff = hreset & (vcount == 494-4);
   assign 	vreset = hreset & (vcount == 527-4);
   always @(posedge clk) begin
      hcount <= en ? (hreset ? 0 : hcount + 1) : hcount;
      hblank <= hreset ? 0 : hblankon ? 1 : hblank;
      hsync <= hsyncon ? 0 : hsyncoff ? 1 : hsync;    
      vcount <= hreset ? (vreset ? 0 : vcount + 1) : vcount;
      vblank <= vreset ? 0 : vblankon ? 1 : vblank;
      vsync <= vsyncon ? 0 : vsyncoff ? 1 : vsync;    
   end
endmodule
</file>
==> CHANGELOG.md <==
### Implementation results

- Fin crit share: between 90% and 100%
- Sequential share of power: approximately two thirds
- GPL Wtd Cong: about 0.80
- Worst setup SP type: flip-flop
- Fin crit period: 1.973 ns
- ANT cells: 0
- VDD IR max: 0.1139 mV
- Max Cap Violations: 0
- Chip area in the Yosys report: around 0.0014 mm^2
- Total track usage: under 10%
- Vias/cell: slightly below 4
- Hold Violations, Final: 0
- TritonRoute pass-1 iters: 4
- Type of the worst setup path: flip-flop to primary output
- CP Max Fanout: 2
- Die x size: 106 um
- Critical-path top delay cell: edfxtp_1
- Synth Area per Inst: ~11 um^2
- Switching part of the total power: between 10% and 20%
- Hold WS: between 0.4 and 0.5 ns
- # setup viols final: 0
- # Cells Yosys: about 120
- Worst path max stage delay: 0.40 ns
- Die span in y: approximately 110 um
- Global-route wire length before repair: about 5000 um
- Switching pwr: 0.0001444 W
- Final Non-Filler Cells: ~260
- Pleak: around 0.7 nW
- Critical Path, Cell by Cell: inv_2, ha_4, and4b_2, and3_4, inv_2, a21o_1, clkbuf_2
- Unique cell types: 35
- Routed wire per std cell: 11.78 um
- Clock skew: 0.0009707 ns
- Syn-to-layout area delta: 37.09%
- Share of layout cells above drive strength 1: around a fifth
- Placed Cells: 253
- OpenROAD warnings: 30
- Flip-flops with a built-in enable: 20
- DIE AREA: about 0.011 mm^2
- HPWL Detailed: 2353 um
- Slew headroom: between 70% and 80%
- Pwr dens: between 400 and 500 mW/mm^2
- Logic gate share of total power: 0%
- Post-synth regs: 25
- Clock power frac: a little over a third
- Top FF cell, synth: edfxtp_1
- Cts bufs inserted: 3
- Async set-reset flop share out of synthesis: 0%
- Clock transition at the registers of the reported paths: 0.08 ns
- Req. time, crit path: roughly 1.7 ns
- RSZ-0062 raised after global routing: no
- Total congestion overflow: 0
- Starting Density: 19.08%
- FP Rows: 31
- Clock Tree Buf Depth: 2
- Internal power: about 0.00066 W
- Largest net degree at the start of global routing: 19
- Hold-fix buffers, CTS: 0
- Warnings from Yosys: 0
- Remaining antenna violation count: 0
- CTS tree: yes
- H-tree lvl count: 1
- Register share after synthesis: between 50 and 60%
- I/O pin total: 25
- Worst path most repeated cell: inv_2
- Initial antenna violation count: 0
- DR vias: 1036
- Critical path endpoint category: primary output
- Status: finished clean
- I/O Buffers: 24
- Least-Margin Pin Slew: about 0.41 ns
- Mapped Area: approximately 0.0014 mm^2
- Syn Inst Count: ~120
- Vias in the first global route: 1011
- Iteration-0 DRC Markers: just under 80
- DRT Wirelength: between 3000 and 4000 um
- Clk latency late pin: around 0.26 ns
- Floorplan Core Area: approximately 0.0072 mm^2
- CTS Root Cell: clkbuf_8
- DRC Markers: 0
- Fmax: a little over 500 MHz
- Setup_tns: 0 ns
- Worst path arrival time: approximately 1.6 ns
- Final Slew Violations: 0
- Hold WC Path Type: flip-flop to flip-flop
- CTS Sinks: 25
- Power, Total: 0.0008060 W
flip-flops by register name, indices dropped and copies added, names as in the netlist:
name,flops
hcount,10
vcount,10
hblank,1
hsync,1
pcount,1
vblank,1
vsync,1
synth_stat cells, drive strengths merged (3+ instances only):
| library cell | number | share of area, % |
|---|---|---|
| edfxtp | 20 | 44 |
| nor2 | 18 | 4.9 |
| xnor2 | 10 | 6.4 |
| nand3 | 9 | 3.6 |
| inv | 8 | 2.2 |
| ha | 7 | 6.4 |
| nand2 | 7 | 1.9 |
| xor2 | 6 | 3.8 |
| dfxtp | 5 | 7.3 |
| nand4 | 5 | 2.7 |
| buf | 3 | 2.5 |
| nor3 | 3 | 1.1 |
| nor4 | 3 | 2.5 |
path summary, 6_finish.rpt:
kind,startpoint,endpoint,slack [ns],depth (start not counted)
max,hcount[1]$_SDFFCE_PP0N_,blank,0.13,7
min,hblank$_SDFFE_PP0P_,hblank$_SDFFE_PP0P_,0.48,1
max reg2reg,hcount[1]$_SDFFCE_PP0N_,vcount[2]$_SDFFCE_PP0P_,0.16,9
min reg2reg,hblank$_SDFFE_PP0P_,hblank$_SDFFE_PP0P_,0.48,1
repair_timing:
item,CTS,global route
cloned,0,0
endpoints found under the setup margin,1,1
pin swaps,2,0
setup buffers,4,1
resized,5,1
critical path: cells and delay by family (launching register included):
family | cells | cell delay (ns)
flip-flops | 1 | 0.40
AND/OR/NAND/NOR | 2 | 0.40
buffers and inverters | 3 | 0.22
AND-OR/OR-AND | 1 | 0.16
adder cells (fa/ha/maj) | 1 | 0.11
final cells by class:
type | count | area [um^2]
clock buffers | 4 | 45.04
repair buffers | 41 | 362.8
fillers | 782 | 5328
multi-input cells | 85 | 624.3
well taps | 99 | 123.9
inverters | 8 | 30.03
flip-flops and latches | 25 | 700.7
power by group through the flow:
stage	sequential [W]	combinational, W	clock [W]
CTS	0.000526	0.000000000414	0.000293
global route	0.000526	0.000000000420	0.000310
finish	0.000526	0.000000000420	0.000280
kinds of logic (layout without fill, tap and decap cells):
logic type,Yosys count,count (layout),synth area share (%)
buffers and inverters,11,53,4.636
AND-OR/OR-AND,5,5,3.092
AND/OR/NAND/NOR,57,57,24.82
flip-flops,25,25,50.91
adder cells (fa/ha/maj),7,7,6.363
XOR/XNOR,16,16,10.18
cells in the final DEF, fill, tap and decap left out, types with 4 or more instances in the layout:
master / count
xor2_1: 6
nand3_1: 8
xnor2_1: 10
nand4_1: 4
edfxtp_1: 20
clkdlybuf4s50_1: 23
inv_1: 6
ha_1: 6
dfxtp_1: 5
nand2_1: 7
buf_4: 17
nor2_1: 18
per-stage QoR:
| stage | setup slack [ns] | utilization [%] | cell area, um^2 |
|---|---|---|---|
| after global placement | 0.06610 | 24.90 | 1797 |
| after detailed placement | 0.02506 | 24.90 | 1797 |
| after floorplan | 0.2951 | - | 1376 |
| final | 0.1265 | 26.15 | 1887 |
| after global routing | 0.01172 | 26.15 | 1887 |
| after CTS | 0.02829 | 26.12 | 1884 |
layer usage:
layer / global-route usage (%) / routed length, um / share of wire [%]
met1: 6.902 / 1366 / 44
met5: 0 / 0 / 0
met4: 1.838 / 50 / 1.6
met2: 9.011 / 1587 / 51
met3: 0.7339 / 83 / 2.7
Power figures rest on the tool's default switching activity, not on a simulated workload.
